**flow/config.mk**
```make
export PLATFORM = sky130hd
export DESIGN_NAME = keyboard
export DESIGN_NICKNAME = keyboard
export VERILOG_FILES = /design/flow/design.v
export SDC_FILE = /design/flow/constraint.sdc
export NUM_CORES = 4
export LEC_CHECK = 1
export CORE_UTILIZATION = 40
```
**flow/constraint.sdc**
```tcl
current_design keyboard

set clk_period 2.3
set clk_io_pct 0.2

create_clock -name clk0 -period $clk_period [get_ports {sysclk}]

set non_clock_inputs [all_inputs -no_clocks]
set_input_delay [expr $clk_period * $clk_io_pct] -clock clk0 $non_clock_inputs
set_output_delay [expr $clk_period * $clk_io_pct] -clock clk0 [all_outputs]
```
**flow/design.v**
```verilog
module cereal (input wire sysclk,
               input wire [7:0] data,
               input wire start,
               output reg cereal,
               output reg status,
					output wire pulse);
  clockdiv #(15,5207) clockdiv(.sysclk(sysclk),.pulse(pulse));
  parameter IDLE=4'b0000;
  parameter START=4'b0001;
  parameter BIT0=4'b0011;
  parameter BIT1=4'b0010;
  parameter BIT2=4'b0110;
  parameter BIT3=4'b0111;
  parameter BIT4=4'b0101;
  parameter BIT5=4'b0100;
  parameter BIT6=4'b1100;
  parameter BIT7=4'b1001;
  parameter DONE=4'b1011;
  reg [3:0] state = IDLE;
  reg start_latch = 1'b0;
  reg [7:0] data_latch = 8'b00000000;
  always @(posedge sysclk) begin
    if(status) data_latch <= data;
  end
  always @(posedge sysclk) begin
		if(start) start_latch <= 1'b1;
		else if (!status) start_latch <= 1'b0;
  end
  always @(posedge pulse) begin
    case(state)
      IDLE: if (start_latch) state <= START;    
      START: state <= BIT0;    
      BIT0: state <= BIT1;     
      BIT1: state <= BIT2;
      BIT2: state <= BIT3;
      BIT3: state <= BIT4;
      BIT4: state <= BIT5;
      BIT5: state <= BIT6;
      BIT6: state <= BIT7;
      BIT7: state <= DONE;
      DONE: state <= IDLE;               
      default: state <= IDLE;            
    endcase
  end
  always @(*) begin
    case(state)
      IDLE: begin cereal = 1'b1; status = 1'b1; end                    
      START: begin cereal = 1'b0; status = 1'b0; end                   
      BIT0: begin cereal = data_latch[0]; status = 1'b0; end                                        
      BIT1: begin cereal = data_latch[1]; status = 1'b0;end
      BIT2: begin cereal = data_latch[2]; status = 1'b0;end
      BIT3: begin cereal = data_latch[3]; status = 1'b0;end
      BIT4: begin cereal = data_latch[4]; status = 1'b0;end
      BIT5: begin cereal = data_latch[5]; status = 1'b0;end
      BIT6: begin cereal = data_latch[6]; status = 1'b0;end
      BIT7: begin cereal = data_latch[7]; status = 1'b0;end
      DONE: begin                                                      
        cereal = 1'b1;
        status = 1'b1;
      end                 
      default: begin cereal = 1'b1; status = 1'b1; end                        
    endcase
  end
endmodule
module clockdiv (input wire sysclk, output wire pulse);
parameter WIDTH=8;
parameter COUNT=2**WIDTH-1;
reg [(WIDTH-1):0] clockdiv = 0;
assign pulse=!clockdiv;
always @(posedge sysclk) begin
    if (clockdiv == COUNT) 
        clockdiv <= 0;
    else
        clockdiv <= clockdiv + 1;
end
endmodule
module debouncer (input wire btn, input wire sysclk, output wire btn_deb);
wire pulse;
clockdiv #(16) cd(.sysclk(sysclk),.pulse(pulse));
reg [2:0] ff = 2'b00;  
reg ff_out = 0;
always @(posedge sysclk) begin	
  	ff_out<=ff[0]&ff[1]&ff[2]; 
	if(pulse) begin
	     ff[0]<=btn;
	     ff[1]<=ff[0];
	     ff[2]<=ff[1];
	end
end
assign	btn_deb=(ff[0]&ff[1]&ff[2])&(~ff_out);
endmodule
module keyboard (input wire sysclk, input wire sw1, input wire sw2, input wire sw3, input wire sw4, input wire btn, output wire out, output wire pulse);
    wire btn_deb;
    reg start;  
    wire status;  
    wire [3:0] in;
    reg [7:0] data;
    debouncer debouncer(.sysclk(sysclk),.btn(btn),.btn_deb(btn_deb));
    cereal cereal(.sysclk(sysclk),.data(data),.start(start),.cereal(out),.status(status),.pulse(pulse));
    assign in[0] = sw1;
    assign in[1] = sw2;
    assign in[2] = sw3;
    assign in[3] = sw4;
    always @(in) begin
        case(in)
        4'b0000: data = 8'b00110000;  
        4'b0001: data = 8'b00110001;  
        4'b0010: data = 8'b00110010;  
        4'b0011: data = 8'b00110011;  
        4'b0100: data = 8'b00110100;  
        4'b0101: data = 8'b00110101;  
        4'b0110: data = 8'b00110110;  
        4'b0111: data = 8'b00110111;  
        4'b1000: data = 8'b00111000;  
        4'b1001: data = 8'b00111001;  
        4'b1111: data = 8'b01010101;  
        default: data = 8'b00000000;  
        endcase
    end
    always @(posedge sysclk) begin
        if(btn_deb && (data != 8'b00000000)) begin      
            start <= 1'b1;
        end
        else start <= 1'b0;                             
    end
endmodule
```
**flow/run.sh**
```bash
#!/bin/bash
# OpenROAD 26Q1-2900-gdf79404cd8, Yosys 0.63+post, stock flow scripts
make -C /OpenROAD-flow-scripts/flow DESIGN_CONFIG=/design/flow/config.mk WORK_HOME=/design/flow/orfs finish
```
==> results.toml <==
# synthesis and place-and-route metrics
[clocking]
clk-insertion-delay-late_ps = 290
cts.hold.buffers_added = 0
h-tree-depth = 2
clock_tree_from_tritoncts = "built"
clock-root-buffer = "sky130_fd_sc_hd__clkbuf_8"
cts_inserted_buffers = 5
cts.clk_slew.worst_paths_ps = 90
cts-root-to-sink-buffers = 2

[drt]
vias = 1462
drt_wl_total_um = 3230
drtIter0Drc = 106
drc = 0
num_antenna_cells = 0
route.detailed.vias_per_inst = 4.96
route.met3.wl_um = 117
wirelength_met1_um = 1670
firstDrtPassIters = 4
postRouteAntennaNets = 0
final_routed_wire_length_divided_by_cell_count_um = 11.0
topRoutingLayerUsed = "met4"
routed-wl-met2_um = 1390

[sta]
unclocked_pins = 4
timing.final.setup_violations = 0
worst-slew-pin-transition_ps = 526
final_hold_viol_count = 0
finalClockPeriodUsage = 0.903
fin_crit_ps = 2080
max_slew_headroom = 0.646
fmaxAchievable_ghz = 0.482
layout_setup_ws_ps = 224
final_max_slew_viol_count = 0
clock-skew-final_ps = 5.59
setup_total_negative_slack_ps = 0
unrepaired_setup_endpoints_after_global_routing = "no"
untimed_endpoints = 15

[die]
design.die.area_um2 = 5530
die.size.x_um = 74.4
io-pin-count = 8
core-area_um2 = 4880
fp-row-count = 25
floorplan.core_util = 0.429
die_y_um = 74.4

[worst_setup_path]
crit_path_max_fanout = 1
timing_worst_setup_path_type = "reg2out"
worstSetupStartpointType = "register"
crit_arrival_ps = 1620
worstSetupEndpointType = "primary output"
crit_required_ps = 1840

[min_path]
hold_path.class = "reg2reg"

[flow_run]
log.warning_count = 27
maxCapViolations = 0

[final_layout]
area.growth.synth_to_final_pct = 15.6
final_layout_size_suffix_gt1_frac = 0.110

[global_routing]
grt_first_pass_wirelength_um = 5800
grt_max_degree = 16
globalRouteOverflowTotal = 0
grt_util_overall = 0.137
grt_pass1_vias = 1355
number_of_antenna_violations_at_the_first_check_in_global_routing = 0

[synth]
fa_ha_area_frac = 0.0239
syn_std_cell_area_um2 = 2100
edf_count = 14
synth_cell_types = 33
syn_inst = 209
yosysSeqAreaShare = 0.525
synth.yosys.num_cells = 209
synth.area.mux_share = 0.0191
synth_simple_gate_area_share = 0.247
fraction_of_the_mapped_netlist_area_in_compound_gates = 0.0478
synth-xor-area-share = 0.109
ys.flop_type = "sky130_fd_sc_hd__dfxtp_1"
synth_warnings = 5
synth.yosys.chip_area_um2 = 2100
syn_avg_cell_area_um2 = 10.0
async_flop_share = 0
logic_family = "simple AND/OR/NAND/NOR gates"
ys_ff = 48

[outcome]
run_status = "finished, final reports clean"

[placement]
dp_slack_ps = 142
port_buffers = 7
globalplace.congestion = 0.791
hpwlAfterDp_um = 2290

[power]
ir_drop_mv = 0.531
leakagePower_uw = 0.000903
powerDensity_nw_per_um2 = 577
flip-flops by register name, indices dropped and copies added (netlist names):
name                      flops
cereal.start_latch            1
cereal.state                  4
debouncer.cd.clockdiv        16
debouncer.ff_out              1
cereal.data_latch             7
cereal.clockdiv.clockdiv     15
start                         1
debouncer.ff                  3
area by class of cell:
type | count | area [µm²]
fillers | 441 | 2460
clock inverters | 3 | 46.3
well taps | 67 | 83.8
repair buffers | 15 | 129
multi-input cells | 145 | 946
flip-flops and latches | 48 | 1100
clock buffers | 5 | 68.8
inverters | 12 | 45.0
critical path, stage by stage, from the launching register on:
cell	delay, ps
sky130_fd_sc_hd__edfxtp_1	330
sky130_fd_sc_hd__mux2i_1	60
sky130_fd_sc_hd__nor2_1	110
sky130_fd_sc_hd__a21oi_1	40
sky130_fd_sc_hd__o311ai_0	260
sky130_fd_sc_hd__clkdlybuf4s50_1	520
layout by cell type (no fill, tap or decap), types with 2 or more instances in the layout:
cell | netlist | routed
sky130_fd_sc_hd__xor2_1 | 11 | 11
sky130_fd_sc_hd__edfxtp_1 | 14 | 14
sky130_fd_sc_hd__o21ai_0 | 3 | 3
sky130_fd_sc_hd__or4_4 | 3 | 3
sky130_fd_sc_hd__and3_1 | 4 | 4
sky130_fd_sc_hd__xnor2_1 | 15 | 15
sky130_fd_sc_hd__nand2_1 | 15 | 15
sky130_fd_sc_hd__nor3b_1 | 2 | 2
sky130_fd_sc_hd__buf_4 | 0 | 8
sky130_fd_sc_hd__ha_1 | 4 | 4
sky130_fd_sc_hd__and4_1 | 2 | 2
sky130_fd_sc_hd__clkbuf_8 | 0 | 5
sky130_fd_sc_hd__dfxtp_1 | 34 | 31
sky130_fd_sc_hd__nand4_1 | 5 | 5
sky130_fd_sc_hd__nor3_1 | 5 | 4
sky130_fd_sc_hd__clkdlybuf4s50_1 | 0 | 6
sky130_fd_sc_hd__nor2b_1 | 5 | 5
sky130_fd_sc_hd__a21oi_1 | 6 | 6
sky130_fd_sc_hd__dfxtp_2 | 0 | 3
sky130_fd_sc_hd__mux2i_1 | 4 | 4
sky130_fd_sc_hd__nor4_1 | 9 | 9
sky130_fd_sc_hd__nor3_4 | 1 | 2
sky130_fd_sc_hd__inv_1 | 12 | 12
sky130_fd_sc_hd__nor2_1 | 26 | 26
sky130_fd_sc_hd__nand3_1 | 14 | 14
per-stage QoR:
| step | cells | total power [µW] | hold WS, ps | cell area [µm²] | utilization |
|---|---|---|---|---|---|
| global route | 295 | 1450 | 410 | 2420 | 0.497 |
| CTS | 295 | 1420 | 393 | 2420 | 0.497 |
| detailed placement | 282 | 826 | 387 | 2260 | 0.463 |
| global placement | 282 | 826 | 380 | 2260 | 0.463 |
| finish | 295 | 1400 | 394 | 2420 | 0.497 |
| floorplan | 209 | 814 | 373 | 2100 | - |
logic make-up (layout without fill, tap and decap cells):
group / after synthesis / in the layout
AOI/OAI and AO/OA: 16 / 16
xor gates and xnor gates: 26 / 26
adders and majority gates: 4 / 4
buffers and inverters: 16 / 35
DFF: 48 / 48
muxes: 4 / 4
and+or+nand+nor: 95 / 95
Yosys cell counts (2+ instances only):
| master | number | area share |
|---|---|---|
| sky130_fd_sc_hd__a21oi_1 | 6 | 0.014 |
| sky130_fd_sc_hd__and3_1 | 4 | 0.012 |
| sky130_fd_sc_hd__and4_1 | 2 | 0.0084 |
| sky130_fd_sc_hd__clkbuf_1 | 4 | 0.0072 |
| sky130_fd_sc_hd__dfxtp_1 | 34 | 0.32 |
| sky130_fd_sc_hd__edfxtp_1 | 14 | 0.20 |
| sky130_fd_sc_hd__ha_1 | 4 | 0.024 |
| sky130_fd_sc_hd__inv_1 | 12 | 0.021 |
| sky130_fd_sc_hd__mux2i_1 | 4 | 0.019 |
| sky130_fd_sc_hd__nand2_1 | 15 | 0.027 |
| sky130_fd_sc_hd__nand3_1 | 14 | 0.033 |
| sky130_fd_sc_hd__nand4_1 | 5 | 0.015 |
| sky130_fd_sc_hd__nor2_1 | 26 | 0.047 |
| sky130_fd_sc_hd__nor2b_1 | 5 | 0.015 |
| sky130_fd_sc_hd__nor3_1 | 5 | 0.012 |
| sky130_fd_sc_hd__nor3b_1 | 2 | 0.0072 |
| sky130_fd_sc_hd__nor4_1 | 9 | 0.027 |
| sky130_fd_sc_hd__o21ai_0 | 3 | 0.0072 |
| sky130_fd_sc_hd__or4_4 | 3 | 0.016 |
| sky130_fd_sc_hd__xnor2_1 | 15 | 0.063 |
| sky130_fd_sc_hd__xor2_1 | 11 | 0.046 |
final timing paths:
check                                             startpoint  slack [ps]                            to  cells after the start
worst max register to register  cereal.clockdiv.clockdiv[11]         440  cereal.clockdiv.clockdiv[12]                      5
worst min register to register              debouncer.ff_out         390                         start                      1
worst max-delay path                    cereal.data_latch[4]         220                           out                      5
worst min-delay path                        debouncer.ff_out         390                         start                      1
routing by layer:
layer	global-route usage	vias up
met3	0.0302	6
met1	0.204	655
met4	0.0168	0
li1	-	773
met2	0.221	28
met5	0	-
power breakdown:
part / total, µW / switching [µW] / internal, µW
sequential: 790 / 0.486 / 789
clock: 590 / 264 / 327
combinational: 18.2 / 7.03 / 11.2
total: 1400 / 271 / 1130
repair_timing:
| item | CTS | global route |
|---|---|---|
| buffers inserted | 5 | 0 |
| resized | 6 | 0 |
| endpoints found under the setup margin | 1 | 0 |
| endpoints found under the hold margin | 0 | 0 |
Power is estimated from default activity; no workload was simulated.
