**design/flow/config.mk**
```make
export PLATFORM = sky130hd
export DESIGN_NAME = wordgen
export DESIGN_NICKNAME = wordgen
export VERILOG_FILES = /design/flow/design.v
export SDC_FILE = /design/flow/constraint.sdc
export NUM_CORES = 4
export LEC_CHECK = 1
export CORE_AREA = 10 10 86 86
export DIE_AREA = 0 0 96 96
```
**design/flow/constraint.sdc**
```tcl
current_design wordgen

set clk_period 3.6
set clk_io_pct 0.2

create_clock -name clk0 -period $clk_period [get_ports {sysclk}]

set non_clock_inputs [all_inputs -no_clocks]
set_input_delay [expr $clk_period * $clk_io_pct] -clock clk0 $non_clock_inputs
set_output_delay [expr $clk_period * $clk_io_pct] -clock clk0 [all_outputs]
```
**design/flow/design.v**
```verilog
module cereal (input wire sysclk,
               input wire [7:0] data,
               input wire start,
               output reg cereal,
               output reg status,
					output wire pulse);
  clockdiv #(15,5207) clockdiv(.sysclk(sysclk),.pulse(pulse));
  parameter IDLE=4'b0000;
  parameter START=4'b0001;
  parameter BIT0=4'b0011;
  parameter BIT1=4'b0010;
  parameter BIT2=4'b0110;
  parameter BIT3=4'b0111;
  parameter BIT4=4'b0101;
  parameter BIT5=4'b0100;
  parameter BIT6=4'b1100;
  parameter BIT7=4'b1001;
  parameter DONE=4'b1011;
  reg [3:0] state = IDLE;
  reg start_latch = 1'b0;
  reg [7:0] data_latch = 8'b00000000;
  always @(posedge sysclk) begin
    if(status) data_latch <= data;
  end
  always @(posedge sysclk) begin
		if(start) start_latch <= 1'b1;
		else if (!status) start_latch <= 1'b0;
  end
  always @(posedge pulse) begin
    case(state)
      IDLE: if (start_latch) state <= START;    
      START: state <= BIT0;    
      BIT0: state <= BIT1;     
      BIT1: state <= BIT2;
      BIT2: state <= BIT3;
      BIT3: state <= BIT4;
      BIT4: state <= BIT5;
      BIT5: state <= BIT6;
      BIT6: state <= BIT7;
      BIT7: state <= DONE;
      DONE: state <= IDLE;               
      default: state <= IDLE;            
    endcase
  end
  always @(*) begin
    case(state)
      IDLE: begin cereal = 1'b1; status = 1'b1; end                    
      START: begin cereal = 1'b0; status = 1'b0; end                   
      BIT0: begin cereal = data_latch[0]; status = 1'b0; end                                        
      BIT1: begin cereal = data_latch[1]; status = 1'b0;end
      BIT2: begin cereal = data_latch[2]; status = 1'b0;end
      BIT3: begin cereal = data_latch[3]; status = 1'b0;end
      BIT4: begin cereal = data_latch[4]; status = 1'b0;end
      BIT5: begin cereal = data_latch[5]; status = 1'b0;end
      BIT6: begin cereal = data_latch[6]; status = 1'b0;end
      BIT7: begin cereal = data_latch[7]; status = 1'b0;end
      DONE: begin                                                      
        cereal = 1'b1;
        status = 1'b1;
      end                 
      default: begin cereal = 1'b1; status = 1'b1; end                        
    endcase
  end
endmodule
module clockdiv (input wire sysclk, output wire pulse);
parameter WIDTH=8;
parameter COUNT=2**WIDTH-1;
reg [(WIDTH-1):0] clockdiv = 0;
assign pulse=!clockdiv;
always @(posedge sysclk) begin
    if (clockdiv == COUNT) 
        clockdiv <= 0;
    else
        clockdiv <= clockdiv + 1;
end
endmodule
module debouncer (input wire btn, input wire sysclk, output wire btn_deb);
wire pulse;
clockdiv #(16) cd(.sysclk(sysclk),.pulse(pulse));
reg [2:0] ff = 2'b00;  
reg ff_out = 0;
always @(posedge sysclk) begin	
  	ff_out<=ff[0]&ff[1]&ff[2]; 
	if(pulse) begin
	     ff[0]<=btn;
	     ff[1]<=ff[0];
	     ff[2]<=ff[1];
	end
end
assign	btn_deb=(ff[0]&ff[1]&ff[2])&(~ff_out);
endmodule
module rom1 (input wire [3:0] addr, output reg [7:0] data);
    always @(addr) begin
        case(addr)
            4'b0000: data = 8'b01000101;  
            4'b0001: data = 8'b01001110;  
            4'b0010: data = 8'b01000111;  
            4'b0011: data = 8'b01001001;  
            4'b0100: data = 8'b01001110;  
            4'b0101: data = 8'b01000101;  
            4'b0110: data = 8'b01000101;  
            4'b0111: data = 8'b01010010;  
            4'b1000: data = 8'b01001001;  
            4'b1001: data = 8'b01001110;  
            4'b1010: data = 8'b01000111;  
            default: data = 8'b00000000;
        endcase
    end
endmodule
module rom2 (input wire [3:0] addr, output reg [7:0] data);
    always @(addr) begin
        case(addr)
            4'b0000: data = 8'b01000001;  
            4'b0001: data = 8'b01010011;  
            4'b0010: data = 8'b01010011;  
            4'b0011: data = 8'b01001001;  
            4'b0100: data = 8'b01000111;  
            4'b0101: data = 8'b01001110;  
            4'b0110: data = 8'b01001101;  
            4'b0111: data = 8'b01000101;  
            4'b1000: data = 8'b01001110;  
            4'b1001: data = 8'b01010100;  
            default: data = 8'b00000000;
        endcase
    end
endmodule
module rom3 (input wire [3:0] addr, output reg [7:0] data);
    always @(addr) begin
        case(addr)
            4'b0000: data = 8'b01010011;  
            4'b0001: data = 8'b01010100;  
            4'b0010: data = 8'b01010101;  
            4'b0011: data = 8'b01000100;  
            4'b0100: data = 8'b01000101;  
            4'b0101: data = 8'b01001110;  
            4'b0110: data = 8'b01010100;  
            default: data = 8'b00000000;
        endcase
    end
endmodule
module rom4 (input wire [3:0] addr, output reg [7:0] data);
    always @(addr) begin
        case(addr)
            4'b0000: data = 8'b01000110;  
            4'b0001: data = 8'b01010000;  
            4'b0010: data = 8'b01000111;  
            4'b0011: data = 8'b01000001;  
            default: data = 8'b00000000;
        endcase
    end
endmodule
module sendword (input wire sysclk, input wire enable, input wire [1:0] word, output reg status, output wire out);
    wire [7:0] d1;
    wire [7:0] d2;
    wire [7:0] d3;
    wire [7:0] d4;
    reg [3:0] a1 = 4'b000;
    reg [3:0] a2 = 4'b000;
    reg [3:0] a3 = 4'b000;
    reg [3:0] a4 = 4'b000;
    rom1 rom1(.data(d1),.addr(a1));
    rom2 rom2(.data(d2),.addr(a2));
    rom3 rom3(.data(d3),.addr(a3));
    rom4 rom4(.data(d4),.addr(a4));
    parameter IDLE = 3'b000;
    parameter SEND = 3'b001;
    parameter WAIT = 3'b010;
    reg [2:0] state = IDLE, next = IDLE;
    reg [3:0] addr = 4'b0000;
    reg word_done = 1'b0;
    wire cereal_ready;
    reg [7:0] data_out = 8'b00000000;
    reg start;
    cereal cereal(.sysclk(sysclk),.data(data_out),.start(start),.cereal(out),.status(cereal_ready));
    always @(posedge sysclk) state <= next;
    always @(*) begin
        case(state)
            IDLE: if(enable) next <= SEND; else next <= IDLE;
            SEND: if(!cereal_ready) next <= WAIT; else if (word_done) next <= IDLE; else next <= SEND;
            WAIT: if (word_done) next <= IDLE; else if(cereal_ready) next <= SEND; else next <= WAIT;
        endcase
    end
    always @(posedge sysclk) begin
        case(word)
            2'b00: begin
                a1 <= addr;
                data_out <= d1;
            end
            2'b01: begin
                a2 <= addr;
                data_out <= d2;
            end
            2'b10: begin
                a3 <= addr;
                data_out <= d3;
            end
            2'b11: begin
                a4 <= addr;
                data_out <= d4;
            end
        endcase
    end
    always @(state) begin
        case(state)
            IDLE: begin
                data_out <= 8'b00000000;
                start <= 1'b0;
                status <= 1'b1;
                word_done <= 1'b0;
                addr <= 4'b0000;
            end
            SEND: begin
                if (data_out != 8'b000000) begin
                    status <= 1'b0;
                    start <= 1'b1;        
                end
                else begin
                    word_done <= 1'b1;                
                    next <= IDLE;
                end
            end
            WAIT: begin 
                start <= 1'b0;
                addr <= addr + 1'b1;
            end
        endcase
    end
endmodule
module wordgen (input wire sysclk, input wire sw1, input wire sw2, input wire sw3, input wire sw4, input wire write, input wire auto, output wire out);
    wire write_deb, auto_deb;
    reg start = 0;
    wire status;  
    reg [7:0] data;
    reg auto_on = 0;
    parameter W1 = 4'b0000;
    parameter W2 = 4'b0001;
    parameter W3 = 4'b0010;
    parameter W4 = 4'b0100;
    parameter WAIT = 4'b1000;
    reg [3:0] state = WAIT;
    reg [3:0] next = WAIT;
    reg done = 0;
    reg send = 0;
    reg enable_sendword = 0;
    reg word;
    reg status_sendword;
    debouncer debouncer_w(.sysclk(sysclk),.btn(write),.btn_deb(write_deb));
    debouncer debouncer_a(.sysclk(sysclk),.btn(auto),.btn_deb(auto_deb));
    clockdiv #(25) clockdiv(.sysclk(sysclk),.pulse(slowclk));
    sendword sendword (.sysclk(sysclk),.enable(enable_sendword),.word(word),.out(out),.status(status_sendword));
    always @(posedge auto_deb) begin
        if (!auto_on) auto_on = 1;
        else auto_on = 0;
    end
    always @(auto_on or write_deb) begin
        if (auto_on || write_deb) send = 1;
        else ;
    end
    always @(posedge sysclk) state <= next;  
    always @(*) begin
        case(state)
            WAIT: if(send) begin
                    next <= W1;
                    done = 0;
                end
                else begin next <= WAIT; end
            W1: if(done) begin
                    next <= W2;
                    done = 0;
                end
                else next <= W1; 
            W2: if(done) begin
                    next <= W3;
                    done = 0;
                end
                else next <= W2;
            W3: if(done) begin
                    next <= W4;
                    done = 0;
                end
                else next <= W3;
            W4: if(done) begin
                    if(auto_on) begin
                        next <= W1;
                        done = 0;
                    end
                    else begin
                        next <= WAIT;
                        send = 0;
                    end
                end
                else next <= W4;
        endcase
    end
    always @(state) begin
        case(state)
            W1: begin 
                end
            W2: begin 
				end
            W3: begin
				end
            W4: begin
				end
            default: data = 8'b00000000;
        endcase
    end
endmodule
```
**design/flow/run.sh**
```bash
#!/bin/bash
# OpenROAD 26Q1-2900-gdf79404cd8, Yosys 0.63+post, stock flow scripts
make -C /OpenROAD-flow-scripts/flow DESIGN_CONFIG=/design/flow/config.mk WORK_HOME=/design/flow/orfs finish
```
==> results_slide.txt <==
Synthesis and Place & Route Summary

Status
  – Run status: finished, final reports clean

Floorplanning
  – Chip height: 96 um
  – Std-Cell Rows: 27
  – Core Util at FP: 0.160
  – Die ar.: 0.00922 mm2
  – Core area: 0.00554 mm2
  – Boundary Pins: 8
  – Die W: 96 um

GRT
  – Tot GR Track Use: 0.0322
  – Overflow after GRT: 0
  – Vias in the first global route: 605
  – Largest net degree at the start of global routing: 13
  – First-pass GRT wire length: 2.56 mm
  – Initial antenna violation count: 0

Timing
  – Slew headroom: 0.687
  – Slew Limit Fails: 0
  – Tmin final: 1.69 ns
  – RSZ-0062 raised after global routing: no
  – Clock skew: 0.00286 ns
  – Setup TNS: 0 ns
  – Count of unclocked register or latch pins: 4
  – Fin crit share: 0.469
  – Final Hold Fails: 0
  – Number of unconstrained endpoints: 9
  – Fmax: 593 MHz
  – Slew @ Worst Pin: 0.468 ns
  – WHS: 0.452 ns
  – Setup Viol. Count Final: 0

Clock tree
  – CTS tree: done
  – Clock slew at reported path FFs: 0.06 ns
  – Clk buf depth: 2
  – Worst skew pair latency: 0.24 ns
  – Post-cts sizing count: 0
  – Postcts setup bufs: 0
  – H-tree Lvls: 1
  – Total CTS buffers: 3
  – Root buf cell: clkbuf_8
  – # hold bufs at CTS: 0

Job
  – Log Warnings: 32
  – Max_cap viols: 0

Yosys
  – Post-synth ARST share: 0
  – Commonest flop: dfxtp_1
  – Distinct lib cells used: 24
  – Yosys Instances: 93
  – Syn Inst Count: 93
  – Yosys top cell by instances: dfxtp_1
  – Yosys Warn Count: 40
  – Avg Cell Area, Syn: 9.51 um2
  – Post-synthesis cell area: 885 um2
  – Number of enable flip-flop cells: 4
  – Registers, synthesis: 19
  – YS chip area: 885 um2
  – Area leader, netlist: dfxtp_1
  – Area leader share: 0.339
  – Top cells by count: dfxtp_1 (15), xor2_1 (9), a21oi_1 (7), nand2_1 (7), nor2_1 (7)
  – Post-synth seq share: 0.475
  – Top cells by area: dfxtp_1 (34%), edfxtp_1 (14%), xor2_1 (8.9%)

Route
  – Iteration-0 DRC Markers: 22
  – WL/cell: 8.78 um
  – Via density per instance: 3.86
  – Drt drc: 0
  – Antenna-violating nets left: 0
  – Vias: 648
  – Final wirelength: 1.48 mm
  – TritonRoute pass-1 iters: 4
  – Antenna cells: 0

Placed design
  – Post-DP HPWL: 1.03 mm
  – Placer Congestion: 0.795
  – IO buf count: 1

Power
  – Pleak: 0.417 nW
  – Worst IR Drop VDD: 202 uV
  – P per Cell Area: 295 mW/mm2

Final layout
  – Fin util: 0.185
  – Layout area overhead: 15.6%
  – Share of layout cells above drive strength 1: 0.0625

Worst setup path
  – Crit. End Element: flop
  – CP required: 3.78 ns
  – Crit path DAT: 1.86 ns
  – Setup CP Type: reg -> reg
  – Worst setup SP type: flop
  – Critical Path Fanout Max: 12

Worst hold path
  – Hold Path Class: reg -> reg
power breakdown:
part | total (W) | switching [W] | internal [W]
Sequential | 0.000166 | 0 | 0.000166
Combinational | 0.000000000228 | 0 | 0
Clock | 0.000136 | 0.0000574 | 0.0000783
worst paths after layout:
path                                                          from                                               end  slack (ns)  cells after the start
setup / recovery   sendword.cereal.clockdiv.clockdiv[2]$_SDFF_PN0_  sendword.cereal.clockdiv.clockdiv[10]$_SDFF_PN0_        1.91                      3
hold / removal    sendword.cereal.clockdiv.clockdiv[14]$_SDFF_PN0_  sendword.cereal.clockdiv.clockdiv[14]$_SDFF_PN0_        0.45                      1
setup reg to reg   sendword.cereal.clockdiv.clockdiv[2]$_SDFF_PN0_  sendword.cereal.clockdiv.clockdiv[10]$_SDFF_PN0_        1.91                      3
hold reg to reg   sendword.cereal.clockdiv.clockdiv[14]$_SDFF_PN0_  sendword.cereal.clockdiv.clockdiv[14]$_SDFF_PN0_        0.45                      1
layout make-up:
type                    count  area (um2)
repair buffers              1        10.0
inverters                   4        15.0
multi-input cells          68         442
clock buffers               4        45.0
fillers                   620        4520
flip-flops and latches     19         420
well taps                  72        90.1
worst max-delay path: stages, from the launching register on:
cell and delay (ns):
dfxtp_1 0.44, nand4_1 0.42, or4_1 0.61, a21oi_1 0.15
per-stage QoR:
stage	total power [W]	instance area, um2	cells	setup slack (ns)
6_report	0.000302	1020	168	1.91
5_1_grt	0.000315	1020	168	1.76
4_1_cts	0.000306	1020	168	1.95
3_5_place_dp	0.000170	977	164	1.97
3_3_place_gp	0.000170	977	164	1.96
2_1_floorplan	0.000170	885	93	2.13
layer usage:
metal / wire [um] / global-route usage
met4: 26 / 0.00983
met5: 0 / 0
met2: 609 / 0.0471
met1: 782 / 0.0468
met3: 57 / 0.00629
cell usage in the layout, fill, tap and decap left out, types with 4 or more instances in the layout:
cell type | netlist | final
edfxtp_1 | 4 | 4
dfxtp_1 | 15 | 15
xor2_1 | 9 | 9
nor4_1 | 4 | 4
a21oi_1 | 7 | 7
nor2_1 | 7 | 7
nand3_1 | 6 | 6
nand2_1 | 7 | 7
inv_1 | 4 | 4
sequential cells by signal, indices dropped and copies added (netlist names):
signal                             cells
sendword.cereal.clockdiv.clockdiv     15
sendword.cereal.state                  4
logic make-up (layout without fill, tap and decap cells):
| group | count (synthesis) | count (layout) | share of synthesized area |
|---|---|---|---|
| buffers and inverters | 6 | 9 | 0.0255 |
| DFF | 19 | 19 | 0.475 |
| and+or+nand+nor | 42 | 42 | 0.281 |
| AOI/OAI and AO/OA | 14 | 14 | 0.0905 |
| xor gates and xnor gates | 10 | 10 | 0.0990 |
| adders and majority gates | 2 | 2 | 0.0283 |
Power is estimated from default activity; no workload was simulated.
