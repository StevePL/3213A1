==> flow/design.v <==
module cereal (input wire sysclk,
               input wire [7:0] data,
               input wire start,
               output reg cereal,
               output reg status,
					output wire pulse);
  clockdiv #(15,5207) clockdiv(.sysclk(sysclk),.pulse(pulse));
  parameter IDLE=4'b0000;
  parameter START=4'b0001;
  parameter BIT0=4'b0011;
  parameter BIT1=4'b0010;
  parameter BIT2=4'b0110;
  parameter BIT3=4'b0111;
  parameter BIT4=4'b0101;
  parameter BIT5=4'b0100;
  parameter BIT6=4'b1100;
  parameter BIT7=4'b1001;
  parameter DONE=4'b1011;
  reg [3:0] state = IDLE;
  reg start_latch = 1'b0;
  reg [7:0] data_latch = 8'b00000000;
  always @(posedge sysclk) begin
    if(status) data_latch <= data;
  end
  always @(posedge sysclk) begin
		if(start) start_latch <= 1'b1;
		else if (!status) start_latch <= 1'b0;
  end
  always @(posedge pulse) begin
    case(state)
      IDLE: if (start_latch) state <= START;    
      START: state <= BIT0;    
      BIT0: state <= BIT1;     
      BIT1: state <= BIT2;
      BIT2: state <= BIT3;
      BIT3: state <= BIT4;
      BIT4: state <= BIT5;
      BIT5: state <= BIT6;
      BIT6: state <= BIT7;
      BIT7: state <= DONE;
      DONE: state <= IDLE;               
      default: state <= IDLE;            
    endcase
  end
  always @(*) begin
    case(state)
      IDLE: begin cereal = 1'b1; status = 1'b1; end                    
      START: begin cereal = 1'b0; status = 1'b0; end                   
      BIT0: begin cereal = data_latch[0]; status = 1'b0; end                                        
      BIT1: begin cereal = data_latch[1]; status = 1'b0;end
      BIT2: begin cereal = data_latch[2]; status = 1'b0;end
      BIT3: begin cereal = data_latch[3]; status = 1'b0;end
      BIT4: begin cereal = data_latch[4]; status = 1'b0;end
      BIT5: begin cereal = data_latch[5]; status = 1'b0;end
      BIT6: begin cereal = data_latch[6]; status = 1'b0;end
      BIT7: begin cereal = data_latch[7]; status = 1'b0;end
      DONE: begin                                                      
        cereal = 1'b1;
        status = 1'b1;
      end                 
      default: begin cereal = 1'b1; status = 1'b1; end                        
    endcase
  end
endmodule
module clockdiv (input wire sysclk, output wire pulse);
parameter WIDTH=8;
parameter COUNT=2**WIDTH-1;
reg [(WIDTH-1):0] clockdiv = 0;
assign pulse=!clockdiv;
always @(posedge sysclk) begin
    if (clockdiv == COUNT) 
        clockdiv <= 0;
    else
        clockdiv <= clockdiv + 1;
end
endmodule
module debouncer (input wire btn, input wire sysclk, output wire btn_deb);
wire pulse;
clockdiv #(16) cd(.sysclk(sysclk),.pulse(pulse));
reg [2:0] ff = 2'b00;  
reg ff_out = 0;
always @(posedge sysclk) begin	
  	ff_out<=ff[0]&ff[1]&ff[2]; 
	if(pulse) begin
	     ff[0]<=btn;
	     ff[1]<=ff[0];
	     ff[2]<=ff[1];
	end
end
assign	btn_deb=(ff[0]&ff[1]&ff[2])&(~ff_out);
endmodule
module rom1 (input wire [3:0] addr, output reg [7:0] data);
    always @(addr) begin
        case(addr)
            4'b0000: data = 8'b01000101;  
            4'b0001: data = 8'b01001110;  
            4'b0010: data = 8'b01000111;  
            4'b0011: data = 8'b01001001;  
            4'b0100: data = 8'b01001110;  
            4'b0101: data = 8'b01000101;  
            4'b0110: data = 8'b01000101;  
            4'b0111: data = 8'b01010010;  
            4'b1000: data = 8'b01001001;  
            4'b1001: data = 8'b01001110;  
            4'b1010: data = 8'b01000111;  
            default: data = 8'b00000000;
        endcase
    end
endmodule
module rom2 (input wire [3:0] addr, output reg [7:0] data);
    always @(addr) begin
        case(addr)
            4'b0000: data = 8'b01000001;  
            4'b0001: data = 8'b01010011;  
            4'b0010: data = 8'b01010011;  
            4'b0011: data = 8'b01001001;  
            4'b0100: data = 8'b01000111;  
            4'b0101: data = 8'b01001110;  
            4'b0110: data = 8'b01001101;  
            4'b0111: data = 8'b01000101;  
            4'b1000: data = 8'b01001110;  
            4'b1001: data = 8'b01010100;  
            default: data = 8'b00000000;
        endcase
    end
endmodule
module rom3 (input wire [3:0] addr, output reg [7:0] data);
    always @(addr) begin
        case(addr)
            4'b0000: data = 8'b01010011;  
            4'b0001: data = 8'b01010100;  
            4'b0010: data = 8'b01010101;  
            4'b0011: data = 8'b01000100;  
            4'b0100: data = 8'b01000101;  
            4'b0101: data = 8'b01001110;  
            4'b0110: data = 8'b01010100;  
            default: data = 8'b00000000;
        endcase
    end
endmodule
module rom4 (input wire [3:0] addr, output reg [7:0] data);
    always @(addr) begin
        case(addr)
            4'b0000: data = 8'b01000110;  
            4'b0001: data = 8'b01010000;  
            4'b0010: data = 8'b01000111;  
            4'b0011: data = 8'b01000001;  
            default: data = 8'b00000000;
        endcase
    end
endmodule
module sendword (input wire sysclk, input wire enable, input wire [1:0] word, output reg status, output wire out);
    wire [7:0] d1;
    wire [7:0] d2;
    wire [7:0] d3;
    wire [7:0] d4;
    reg [3:0] a1 = 4'b000;
    reg [3:0] a2 = 4'b000;
    reg [3:0] a3 = 4'b000;
    reg [3:0] a4 = 4'b000;
    rom1 rom1(.data(d1),.addr(a1));
    rom2 rom2(.data(d2),.addr(a2));
    rom3 rom3(.data(d3),.addr(a3));
    rom4 rom4(.data(d4),.addr(a4));
    parameter IDLE = 3'b000;
    parameter SEND = 3'b001;
    parameter WAIT = 3'b010;
    reg [2:0] state = IDLE, next = IDLE;
    reg [3:0] addr = 4'b0000;
    reg word_done = 1'b0;
    wire cereal_ready;
    reg [7:0] data_out = 8'b00000000;
    reg start;
    cereal cereal(.sysclk(sysclk),.data(data_out),.start(start),.cereal(out),.status(cereal_ready));
    always @(posedge sysclk) state <= next;
    always @(*) begin
        case(state)
            IDLE: if(enable) next <= SEND; else next <= IDLE;
            SEND: if(!cereal_ready) next <= WAIT; else if (word_done) next <= IDLE; else next <= SEND;
            WAIT: if (word_done) next <= IDLE; else if(cereal_ready) next <= SEND; else next <= WAIT;
        endcase
    end
    always @(posedge sysclk) begin
        case(word)
            2'b00: begin
                a1 <= addr;
                data_out <= d1;
            end
            2'b01: begin
                a2 <= addr;
                data_out <= d2;
            end
            2'b10: begin
                a3 <= addr;
                data_out <= d3;
            end
            2'b11: begin
                a4 <= addr;
                data_out <= d4;
            end
        endcase
    end
    always @(state) begin
        case(state)
            IDLE: begin
                data_out <= 8'b00000000;
                start <= 1'b0;
                status <= 1'b1;
                word_done <= 1'b0;
                addr <= 4'b0000;
            end
            SEND: begin
                if (data_out != 8'b000000) begin
                    status <= 1'b0;
                    start <= 1'b1;        
                end
                else begin
                    word_done <= 1'b1;                
                    next <= IDLE;
                end
            end
            WAIT: begin 
                start <= 1'b0;
                addr <= addr + 1'b1;
            end
        endcase
    end
endmodule
module switch (input wire sysclk, input wire sw1, input wire sw2, input wire sw3, input wire sw4, input wire write, input wire auto, output wire out);
    wire write_deb, auto_deb;
    reg enable_sendword = 0;
    reg [1:0] word;
    wire status_sendword;
    debouncer debouncer_w(.sysclk(sysclk),.btn(write),.btn_deb(write_deb));
    debouncer debouncer_a(.sysclk(sysclk),.btn(auto),.btn_deb(auto_deb));
    clockdiv #(25) clockdiv(.sysclk(sysclk),.pulse(slowclk));
    sendword sendword (.sysclk(sysclk),.enable(enable_sendword),.word(word),.out(out),.status(status_sendword));
    always @(sw1, sw2, sw3, sw4) begin
        if(sw1) word = 2'b00;
        if(sw2) word = 2'b01;
        if(sw3) word = 2'b10;
        if(sw4) word = 2'b11;
    end
    always @(posedge sysclk) begin
        if(write_deb && status_sendword) enable_sendword <= 1'b1;
        else enable_sendword <= 1'b0;
    end
endmodule
==> flow/run.sh <==
#!/bin/bash
# OpenROAD 26Q1-2900-gdf79404cd8, Yosys 0.63+post, stock flow scripts
make -C /OpenROAD-flow-scripts/flow DESIGN_CONFIG=/design/flow/config.mk WORK_HOME=/design/flow/orfs finish
==> flow/config.mk <==
export PLATFORM = sky130hd
export DESIGN_NAME = switch
export DESIGN_NICKNAME = switch
export VERILOG_FILES = /design/flow/design.v
export SDC_FILE = /design/flow/constraint.sdc
export NUM_CORES = 4
export LEC_CHECK = 1
export CORE_AREA = 10 10 86 86
export DIE_AREA = 0 0 96 96
==> flow/constraint.sdc <==
current_design switch

set clk_period 3.5
set clk_io_pct 0.2

create_clock -name clk0 -period $clk_period [get_ports {sysclk}]

set non_clock_inputs [all_inputs -no_clocks]
set_input_delay [expr $clk_period * $clk_io_pct] -clock clk0 $non_clock_inputs
set_output_delay [expr $clk_period * $clk_io_pct] -clock clk0 [all_outputs]
==> results_dict.tcl <==
# implementation run metrics
set metrics [dict create \
    outcome "finished, final reports clean" \
    share_of_cells_above_drive_strength_1_pct 6.122 \
    via_count_of_the_first_global_routing_pass 608 \
    layout.cells.most_common_list "15 x dfxtp_1, 8 x xor2_1, 7 x a21oi_1, 7 x nor2_1" \
    synthFlopType "dfxtp_1" \
    cts.root.buffer_cell "clkbuf_8" \
    crit_path_max_fanout 7 \
    worst_hold_path_type "flop to flop" \
    globalRouteTotalUtil_pct 3.598 \
    place_hpwl_um 1061 \
    postLayoutCellArea_mm2 0.001032 \
    synthArstFlopShare_pct 0 \
    crit-reg2reg-launch "sendword.cereal.clockdiv.clockdiv[11]" \
    vdd.ir_drop.worst_v 0.0003305 \
    fmax_mhz 617.2 \
    crit_path_start_kind "flop" \
    largest_area_cell "dfxtp_1" \
    combinational_gate_area_um2 451.7 \
    yosysChipArea_um2 895.9 \
    unrepaired_setup_endpoints_after_global_routing "false" \
    layoutNonFillerInstCount 170 \
    drv_cap 0 \
    unclocked_pins 4 \
    floorplan.core_area_mm2 0.005540 \
    critical_path.startpoint "sendword.cereal.clockdiv.clockdiv[11]" \
    crit_type "flop to flop" \
    finalSetupViolations 0 \
    floorplan.io_pins 8 \
    count_of_endpoints_without_a_timing_constraint 9 \
    synth_seq_share_pct 46.93 \
    vias 681 \
    numCtsBuffers 3 \
    synth.yosys.warnings 38 \
    hold_slack_ns 0.4543 \
    worst_skew_pair.late_latency_ns 0.24 \
    cts.repair_timing.setup_buffer_count 0 \
    gp_congestion 0.8062 \
    h-tree-depth 1 \
    mappedNetlistArea_um2 895.9 \
    initial_core_util_pct 16.17 \
    cts-resized-gates 0 \
    cp-end-kind "flop" \
    drt_pre_antenna_iters 4 \
    via_per_inst 4.006 \
    first_iter_violations 32 \
    power_density_mw_per_mm2 296.5 \
    grt_pass1_wl_um 2815 \
    final.period_utilization_pct 46.29 \
    synth-edff-count 4 \
    cts_hold_buffers 0 \
    cell_count_listed_in_synth_stat_txt 95 \
    cp.required_ns 3.61 \
    utilization_pct 18.63 \
    cellLeakagePower_nw 0.3970 \
    ff_latch_area_um2 420.4 \
    syn_to_final_growth_pct 15.22 \
    numPortBuffers 1 \
    grt.overflow.total 0 \
    synthesis.area_per_instance_um2 9.430 \
    cts-root-to-sink-buffers 2 \
    worst_slew_margin_rel_pct 70.20 \
    top_area_cells_in_the_synthesized_netlist "dfxtp_1 34%, edfxtp_1 13%, xor2_1 7.8%" \
    synthDominantCellAreaShare_pct 33.52 \
    slew_violations 0 \
    min-delay-start "sendword.cereal.clockdiv.clockdiv[14]" \
    placedInstanceArea_um2 987.2 \
    placement_rows 27 \
    cts_tree "yes" \
    drc 0 \
    diodes 0 \
    fin_tns_setup_ns 0 \
    fin_worst_skew_ns 0.003315 \
    stage_log_warnings 32 \
    antenna_violating_nets_post_route 0 \
    finalHoldViolCount 0 \
    dieWidth_um 96 \
    final_common_cell "dfxtp_1" \
    tightest_slew_ns 0.4435 \
    crit_arrival_ns 1.73 \
    route.final.wire_length_um 1500 \
    fp.dieArea_mm2 0.009216 \
    period_minus_slack_ns 1.620 \
    dp_cells 166 \
    pin_count_of_the_biggest_net_entering_global_routing 10 \
    clk_pin_slew_ns 0.06 \
    yosysUniqueCellTypes 29 \
    synthesis.instances 95 \
    grt_antenna_before_repair 0 \
    register_bit_count_reported_by_yosys 19 \
    die_height_um 96 \
    fill_cell_instance_count_of_the_final_layout 616 \
    detail_route.wl_per_cell_um 8.824 \
]
==> through the flow <==
step           total power, mW  worst slack [ns]
4_1_cts                 0.3104             1.860
3_3_place_gp            0.1745             1.848
6_report                0.3061             1.880
2_1_floorplan           0.1745             2.014
5_1_grt                 0.3166             1.715
3_5_place_dp            0.1745             1.881
==> flip-flops by register name, summed over array words and instances, names as in the netlist <==
name	flops
sendword.cereal.clockdiv.clockdiv	15
sendword.cereal.state	4
==> cell families after synthesis <==
kind of cell | Yosys count | synth area share (%)
AOI/OAI and AO/OA | 13 | 8.102
xor gates and xnor gates | 10 | 9.777
and+or+nand+nor | 45 | 29.75
DFF | 19 | 46.93
buffers and inverters | 6 | 2.652
adders and majority gates | 2 | 2.793
==> report_power, final <==
part	leakage [nW]	internal (mW)	switching, mW
Combinational	0.208	0	0
Sequential	0.167	0.171	0
Clock	0.0228	0.0804	0.0549
==> cell usage after synthesis, drive strengths merged (2+ instances only) <==
master,n
edfxtp,4
and3,2
nand3,6
o21ai,2
ha,2
nand2,6
nor2b,3
xor2,8
xnor2,2
dfxtp,15
or4,3
a21oi,7
nand4,3
nor4,7
nor3,4
inv,4
nor2,7
==> cell type report <==
class | count | area share [%]
multi-input cells | 70 | 43.76
flip-flops and latches | 19 | 40.73
well taps | 72 | 8.727
clock buffers | 4 | 4.364
inverters | 4 | 1.455
repair buffers | 1 | 0.9697
==> layer usage <==
metal	up-vias	global-route usage, %	wire length (µm)
li1	353	-	-
met1	314	5.714	812
met2	12	4.709	591
met3	2	1.258	91
met4	0	0.2457	4
met5	-	0	0
==> worst paths after layout <==
path / end / cells after the start / slack (ns)
worst min register to register: sendword.cereal.clockdiv.clockdiv[14] / 1 / 0.45
worst max-delay path: sendword.cereal.clockdiv.clockdiv[12] / 3 / 1.88
worst max register to register: sendword.cereal.clockdiv.clockdiv[12] / 3 / 1.88
worst min-delay path: sendword.cereal.clockdiv.clockdiv[14] / 1 / 0.45
==> critical path, stage by stage (launching register included) <==
cell and delay, ns:
dfxtp_1 0.35, or4_4 0.55, nor4_4 0.47, nor4_1 0.12
No activity file was given, so power comes from the tool's default toggle rates.
